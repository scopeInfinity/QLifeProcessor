File: design.v
module REGISTER_up_16b(
    output [15:0] out,
    input [15:0] in,
    input clk);
    reg [15:0] _data;
    always @(posedge clk) begin
        _data = in;
    end
    assign out = _data;
endmodule
module REGISTER_down_16b(
    output [15:0] out,
    input [15:0] in,
    input clk);
    reg [15:0] _data;
    always @(negedge clk) begin
        _data = in;
    end
    assign out = _data;
endmodule
File: run.sh
#!/bin/bash
# OpenROAD 26Q1-2900-gdf79404cd8, Yosys 0.63+post, stock flow scripts
make -C /OpenROAD-flow-scripts/flow DESIGN_CONFIG=/design/flow/config.mk WORK_HOME=/design/flow/orfs finish
File: config.mk
export PLATFORM = sky130hd
export DESIGN_NAME = REGISTER_down_16b
export DESIGN_NICKNAME = REGISTER_down_16b
export VERILOG_FILES = /design/flow/design.v
export SDC_FILE = /design/flow/constraint.sdc
export NUM_CORES = 4
export LEC_CHECK = 1
export CORE_AREA = 10 10 70 70
export DIE_AREA = 0 0 80 80
File: constraint.sdc
current_design REGISTER_down_16b

set clk_period 1.0
set clk_io_pct 0.2

create_clock -name clk0 -period $clk_period [get_ports {clk}]

set non_clock_inputs [all_inputs -no_clocks]
set_input_delay [expr $clk_period * $clk_io_pct] -clock clk0 $non_clock_inputs
set_output_delay [expr $clk_period * $clk_io_pct] -clock clk0 [all_outputs]
==> deck_impl_summary.md <==
Synthesis and Place & Route Summary

Setup path
  • CP max FO: 1
  • CP peak stage delay: 0.30 ns
  • Worst Path Required: 0.80 ns
  • WP data arrival: 1.25 ns
  • Worst path slowest cell: dfxtp_2
  • Total buffers and inverters traversed by the critical path: 1
  • Top delay family on crit path: flip-flops
  • CP Class: register to primary output
  • Crit. End Element: primary output
  • Nature of the critical path startpoint: register
  • Critical path, cell by cell: buf_2

Global routing
  • First-pass GRT wire length: 1670 um
  • Antenna violations before repair: 0
  • Largest net degree at the start of global routing: 10
  • Grt ovf: 0
  • Tot GR Track Use: 3.35%
  • Vias in the first global route: 387

Layout
  • Logic area: 0 sq um
  • Layout cells sized above 1: 32.4%
  • Layout area overhead: 119%
  • Comb gates: 0
  • Final Instance Area: 708 sq um
  • Most instantiated logic cells after routing: 16 x inv_1, 16 x clkdlybuf4s50_1, 16 x buf_2, 14 x dfxtp_1, 3 x clkbuf_4
  • Post-Layout Cell Count: 114
  • Largest register FFs: 16
  • Filler cell count: 377
  • Final core utilization: 20.7%

Placement
  • # placed instances: 95
  • Routability cong.: 0.777
  • Post-placement cell area: 702 sq um
  • Setup WS pre-CTS: -0.470 ns
  • Port bufs: 32

Job
  • Count of tool warnings: 43
  • Max cap viols: 0

Clocking
  • CTS Buf Count: 3
  • Clock Tree Root: clkbuf_4
  • Post-CTS Hold Buffers: 0
  • Worst-case clock buffer depth: 2
  • Clk pin slew, worst setup/hold paths: 0.04 ns
  • H-tree depth: 1
  • CTS tree: done
  • CTS Sinks: 16

Outcome
  • Failing checks: negative setup slack
  • Outcome: finished, violations left

Detailed routing
  • Post-Route WL: 1070 um
  • WL per Instance: 9.35 um
  • DRT iter0 DRCs: 0
  • Diodes inserted: 0
  • Vias/cell: 2.68
  • Number of iterations in the first detailed-routing pass: 1
  • Post-route ant nets: 0
  • Vias: 305
  • DRC: 0

Synthesis
  • Post-Synthesis Cell Area: 324 sq um
  • Number of distinct library cells after synthesis: 2
  • Register share after synthesis: 98.8%
  • Synth Instances: 17
  • Yosys stat area: 324 sq um
  • Yosys warning tally: 1
  • Syn avg cell area: 19.1 sq um
  • # Cells Yosys: 17
  • Flops after synth: 16

Floorplanning
  • Die Ht: 80 um
  • Chip area: 0.00640 sq mm
  • Rows: 21
  • Core area: 0.00342 sq mm
  • Die Width: 80 um
  • # IOs: 33
  • Pre-Place Util: 9.49%

Min path
  • Hold Path Class: primary input to register

Final timing
  • Worst Setup Slack, final: -0.452 ns
  • Endpoints failing setup: 16
  • Final Hold Violation Tally: 0
  • Worst-Margin Slew: 0.101 ns
  • Pins Over Slew Limit: 0
  • RSZ-0062 raised after global routing: yes
  • Slew HR: 93.3%

Pwr
  • Worst VDD drop: 765 uV
  • Pleak: 0.000360 uW
  • PwrDens: 1890 mW/mm^2
  • Tot Pwr: 1340 uW
==> stage by stage <==
stage / hold WS [ns] / TNS (ns)
after floorplan: 0.728 / 0
after global placement: 1.15 / -10.76
after detailed placement: 1.15 / -10.76
after CTS: 0.775 / -7.17
after global routing: 0.770 / -7.74
final: 0.793 / -6.84
==> power breakdown <==
group | total [uW] | switching, uW | leakage [uW] | internal (uW)
Clock | 565 | 337 | 0.0000991 | 229
Combinational | 86.5 | 12.3 | 0.000126 | 74.2
Sequential | 684 | 7.06 | 0.000135 | 677
==> area by class of cell <==
class	instances	area (sq um)	share of cell area, %
clock buffer	3	22.5	3.18
clock inverter	17	65.1	9.19
timing repair buffer	32	240	33.9
tap	46	57.6	8.13
sequential	16	323	45.6
==> path summary, 6_finish.rpt <==
kind                    end  depth (start not counted)      start  slack (ns)
setup / recovery    out[10]                          1  _data[10]       -0.45
hold / removal    _data[10]                          1     in[10]        0.79
==> kinds of logic after synthesis <==
kind of cell,count (synthesis),share of synthesized area [%]
flip-flops,16,98.8
buffers and inverters,1,1.16
==> synth_stat cells (all sizes together) <==
library cell | instances | area (sq um)
dfxtp | 16 | 320
inv | 1 | 3.75
==> metal layers <==
layer  GRT usage (%)  part of all wire, %  vias to the layer above
met5               0                    0                        -
met4            2.11                 0.38                        0
met3            3.86                   19                        2
met2            3.85                   37                       31
met1            3.35                   43                      121
li1                -                    -                      151
==> repair_timing <==
action                                  4_1_cts  5_1_grt
endpoints found under the setup margin       16       16
resized                                      48        2
setup buffers                                 0        0
Power figures rest on the tool's default switching activity, not on a simulated workload.
