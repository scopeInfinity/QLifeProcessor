File: design/flow/run.sh
#!/bin/bash
# OpenROAD 26Q1-2900-gdf79404cd8, Yosys 0.63+post, stock flow scripts
make -C /OpenROAD-flow-scripts/flow DESIGN_CONFIG=/design/flow/config.mk WORK_HOME=/design/flow/orfs finish
File: design/flow/design.v
module MUX_1_16b(
    output reg [15:0] value,
    input [15:0] A0, A1,
    input S);
    always @(S, A0, A1) begin
        if (S) begin
            value = A1;
        end else begin
            value = A0;
        end
    end
endmodule
module MUX_2_16b(
    output reg [15:0] value,
    input [15:0] A0, A1, A2, A3,
    input [1:0] S);
    always @(S, A0, A1, A2, A3) begin
        case (S)
            2'b00: value = A0;
            2'b01: value = A1;
            2'b10: value = A2;
            2'b11: value = A3;
        endcase
    end
endmodule
File: design/flow/config.mk
export PLATFORM = sky130hd
export DESIGN_NAME = MUX_1_16b
export DESIGN_NICKNAME = MUX_1_16b
export VERILOG_FILES = /design/flow/design.v
export SDC_FILE = /design/flow/constraint.sdc
export NUM_CORES = 4
export LEC_CHECK = 1
export CORE_AREA = 10 10 70 70
export DIE_AREA = 0 0 80 80
File: design/flow/constraint.sdc
current_design MUX_1_16b

set clk_period 1.0
set clk_io_pct 0.2

create_clock -name clk0 -period $clk_period

set non_clock_inputs [all_inputs -no_clocks]
set_input_delay [expr $clk_period * $clk_io_pct] -clock clk0 $non_clock_inputs
set_output_delay [expr $clk_period * $clk_io_pct] -clock clk0 [all_outputs]
==> Slide: Implementation Results <==
Flow Results at a Glance

Status
  – Status: finished, violations left
  – Failing checks: negative setup slack

GRT
  – Total track usage: 0.0416
  – Global-route wire length before repair: 2.16 mm
  – Initial antenna violation count: 0
  – Largest net degree at the start of global routing: 9
  – Vias in the first global route: 424
  – Global route total overflow: 0

Placement
  – GP Congestion: 0.815
  – Number of port buffers: 49
  – Inst Count DP: 112
  – Cell Area, Placed: 786 um2
  – Dpl ws: -853 ps
  – Post-DP HPWL: 1.22 mm

Logic synthesis
  – Syn avg cell area: 13.8 um2
  – Synth area leader: mux2_4
  – Mapped Area: 249 um2
  – Most common library cells after synthesis: mux2_4 (10), mux2_2 (6), buf_12 (1), buf_6 (1)
  – Area leader share: 0.603
  – Top-count cell post-synth: mux2_4
  – Synth Seq Share: 0
  – Yosys cell count: 18
  – YS chip area: 249 um2
  – Synth unique cells: 4
  – Gate Count Post-Synth: 18
  – Synth warnings: 1
  – Top area cell types: mux2_4 (60%), mux2_2 (27%), buf_12 (8.0%)

Finish
  – Flip-flop and latch count: 0
  – Logic area: 240 um2
  – # clk buffers: 0
  – Fill cells: 397
  – Proportion of layout cells with a drive suffix above 1: 0.522
  – Area grow syn2layout: 217%
  – Register area: 0 um2
  – Post-Layout Cell Count: 113
  – Fin area: 788 um2

Power
  – Pwr dens: 374 nW/um2
  – Worst IR drop on VDD: 0.000107 V
  – Static Leak: 0.415 nW

Timing
  – Setup TNS Final: -806 ps
  – Final hold vios: 0
  – Final worst path period share: 1.05
  – Worst-Margin Slew: 71.9 ps
  – Fin crit period: 1050 ps
  – Rel. slew slack: 0.952
  – Hold Slack: 796 ps
  – Max Clk Rate: 948 MHz
  – RSZ-0062 raised after global routing: true
  – Slew Viols, Final: 0
  – PnR worst setup slack: -55.0 ps
  – Endpoints failing setup: 16

Floorplanning
  – Vert. Die Dim: 80 um
  – Core ar.: 3420 um2
  – Chip area: 6400 um2
  – Floorplan utilization: 0.0729
  – Chip width: 80 um
  – # rows: 21
  – Top Ports: 49

Worst setup path
  – Worst path arrival time: 850 ps
  – Critical path buffers and inverters: 3
  – CP max-delay cell: mux2_4
  – Crit path largest cell delay: 300 ps
  – Family with the most delay on the worst path: buffers and inverters
  – Required time of the critical path: 800 ps
  – Worst setup EP type: output pin
  – Crit-path max FO: 8
  – CP Cell Sequence: buf_12 -> buf_16 -> mux2_4 -> buf_6
  – Crit start category: primary input
  – Crit Path Class: in -> out

Drt
  – Final wirelength: 1.41 mm
  – Via count: 376
  – Antenna-violating nets left: 0
  – DR pass1 iterations: 1
  – Via/cell ratio: 3.33
  – # DRC: 0
  – Iter 0 DRT Violations: 0
  – Antenna Cells: 0
  – WL/cell: 12.5 um

Flow run
  – Maxcap violations: 0
  – Tool warning count: 34

Clocking
  – Hold_buf cts: 0

Min path
  – Hold Crit Depth: 3
  – Hold Path Sink: value[9]
  – Hold Path Class: in -> out
  – Worst hold start: A0[9]
through the flow:
step | total power, W | util
after floorplan | 0.0000893 | -
after global placement | 0.000318 | 0.230
after detailed placement | 0.000320 | 0.230
after CTS | 0.000281 | 0.222
after global routing | 0.000321 | 0.231
final | 0.000295 | 0.231
area by class of cell:
cell class	count	area share
timing repair buffer	51	0.622
multi-input combinational	16	0.305
tap	46	0.0730
worst max path at each step:
stage | from | endpoint | depth (start not counted)
4_1_cts | S | value[11] | 4
5_1_grt | S | value[4] | 4
6_report | S | value[12] | 4
repair_timing:
item | in CTS | in global routing
endpoints found under the setup margin | 16 | 16
gates cloned | 1 | 0
buffers inserted | 0 | 0
resized | 101 | 5
worst min-delay path: cells and delay by family:
kind                   cells  cell delay [ps]
buffers and inverters      2              270
muxes                      1              130
routing by layer:
layer,track usage,share of wire
met5,0,0
met3,0.0352,0.24
met2,0.0474,0.25
met4,0,0
met1,0.0593,0.51
cells by family after synthesis:
kind of cell  share of synthesized area
buf+inv                           0.126
mux                               0.874
where the power goes:
part	internal, W	leakage [nW]	switching (W)
logic	0.000230	0.415	0.0000653
clock network	0	0	0
registers	0	0	0
cell usage in the layout, fill, tap and decap left out, drive strengths merged:
cell,synthesis,layout
dlygate4sd2,0,32
buf,2,19
mux2,16,16
Power is estimated from default activity; no workload was simulated.
